==> design.v <==
module if_stage  (input logic 	      clk,              
				  input logic 	      rst,              
				  input logic 	      mem_wb_valid_inst, 
			      input logic   	  ex_take_branch_out, 
				  input logic [31:0]  ex_target_PC_out,   
				  input logic [31:0]  Imem2proc_data,     
				  input logic 		  d_hazard_detected,  
				  input logic 		  ex_branch_take,  
				  input logic [31:0]  ex_current_target_PC_out, 
				  output logic [31:0] proc2Imem_addr,     
				  output logic [31:0] if_PC_out,          
				  output logic [31:0] if_NPC_out,         
			      output logic [31:0] if_IR_out,          
				  output logic        if_valid_inst_out   
				  );
logic [31:0] PC_reg; 				    
logic [31:0] PC_plus_4;
logic [31:0] next_PC;
logic 	PC_enable;
assign proc2Imem_addr ={PC_reg[31:2], 2'b0};
assign if_IR_out = Imem2proc_data;
assign PC_plus_4 = PC_reg + 4;
assign next_PC = (ex_branch_take) ? ex_current_target_PC_out : PC_plus_4; 
assign PC_enable = ex_branch_take | (~d_hazard_detected) ; 
assign if_PC_out = PC_reg;
assign if_NPC_out = PC_plus_4;
always_ff @(posedge clk) begin
	if(rst)
		PC_reg <= 0;        
	else if(PC_enable)
		PC_reg <= next_PC;  
end 
always_ff @(posedge clk) begin
	if (rst)
		if_valid_inst_out <= 1; 
	else
		if_valid_inst_out <= 1;
end
endmodule   
==> run.sh <==
#!/bin/bash
# OpenROAD 26Q1-2900-gdf79404cd8, Yosys 0.63+post, stock flow scripts
make -C /OpenROAD-flow-scripts/flow DESIGN_CONFIG=/design/flow/config.mk WORK_HOME=/design/flow/orfs finish
==> config.mk <==
export PLATFORM = sky130hd
export DESIGN_NAME = if_stage
export DESIGN_NICKNAME = if_stage
export VERILOG_FILES = /design/flow/design.v
export SDC_FILE = /design/flow/constraint.sdc
export NUM_CORES = 4
export LEC_CHECK = 1
export CORE_AREA = 10 10 134 134
export DIE_AREA = 0 0 144 144
==> constraint.sdc <==
current_design if_stage

set clk_period 6.6
set clk_io_pct 0.2

create_clock -name clk0 -period $clk_period [get_ports {clk}]

set non_clock_inputs [all_inputs -no_clocks]
set_input_delay [expr $clk_period * $clk_io_pct] -clock clk0 $non_clock_inputs
set_output_delay [expr $clk_period * $clk_io_pct] -clock clk0 [all_outputs]
==> reports/qor.yml <==
die:
  chipArea_um2: 20700
  io_pins: 231
  core-area_um2: 15100
  die_x_um: 144
  floorplan.core_util_pct: 19.1
  num_rows: 45
  die_h_um: 144
logic_synthesis:
  synth_chip_area_um2: 2890
  edf_count: 0
  postSynthSeqShare_pct: 22.2
  yosys_warnings: 1
  netlist_area_um2: 2890
  synth_area_leader_cell: "dfxtp_1"
  synth.avg_cell_area_um2: 7.70
  yosys-stat-cells: 375
  async_flop_share_pct: 0
  yosysTopAreaCellShare_pct: 22.2
  synthDistinctLibCells: 45
  synthFlopType: "dfxtp_1"
  synth_cells: 375
  ys_ff: 32
  topCellsByArea: "dfxtp_1, buf_4, xor2_1, xnor2_1, nor2_1"
global_route:
  grt_pass1_vias: 2637
  grt_max_degree: 44
  gr-total-overflow: 0
  grt_pass1_wl_mm: 15.8
  antenna_found_initial: 0
  grt_use_total_pct: 9.72
final_timing:
  worstMarginPinSlew_ps: 526
  hold_viol: 0
  max-slew-margin-rel_pct: 64.7
  hold-worst-slack_ps: 520
  post-route-period-util_pct: 66.9
  rsz0062_at_grt: "no"
  setup_viol: 0
  min_period_ps: 4420
  fin_worst_skew_ps: 5.25
  maxSlewViolCount: 0
  setup-tns-final_ps: 0
  fmax_ghz: 0.226
layout:
  fin_util_pct: 26.2
  areaGrowthSynthToFinish_pct: 37.2
  layout_top_cell: "clkdlybuf4s50_1"
  largest_reg_flops: 32
  mostFrequentLayoutCells: "clkdlybuf4s50_1, nor2_1, dfxtp_1"
  drive_gt1_share_pct: 4.76
routing:
  vias_per_cell: 4.53
  drt-initial-drc-count: 101
  routed_wirelength_mm: 10.5
  post_drt_wl_per_cell_um: 17.3
  firstDrtPassIters: 4
  vias: 2757
  diodes: 0
  antenna_left: 0
  drc: 0
clock_network:
  cts-hold-fix-buffers: 0
  cts-resized-gates: 0
  cts_buffers: 5
  cts_tree: "done"
  cts_max_level: 2
  clock_latency_ps: 270
  clock_path_buffers: 2
  post-cts-setup-buffers: 0
  root_buffer: "clkbuf_16"
  cts.sinks: 32
  cts.clk_slew.worst_paths_ps: 60
placement:
  dp_hpwl_mm: 8.02
  place_congestion: 0.789
  io_buffers: 129
critical_path:
  regToRegEndpoint: "PC_reg[18]"
  cp_max_fo: 12
  worst-r2r-cell-count: 5
  crit_arrival_ps: 3100
  r2r-start: "PC_reg[2]"
  end_kind: "primary output"
  critPathLaunchType: "flop"
  ff2ff_setup_slack_ps: 3860
  crit_required_ps: 5280
  worst-setup-path-type: "reg -> out"
hold_path:
  hold_end: "PC_reg[0]"
  min-delay-start: "PC_reg[0]"
  hold_path_class: "reg -> reg"
  holdPathStages: 2
flow_run:
  tool_warnings: 59
  max_cap_violations: 0
pwr:
  peakVddDrop_v: 0.000102
  power_density_nw_per_um2: 158
  power_leakage_nw: 1.38
outcome:
  status: "finished clean"
worst max-delay path: stages, from the launching register on:
cell             delay, ps
dfxtp_1                520
ha_1                   290
nand3_1                350
or3_1                  690
nor3_1                 330
xor2_1                 160
clkdlybuf4s50_1        480
worst max path at each step:
stage | to | startpoint
CTS | if_NPC_out[28] | PC_reg[2]
global route | if_NPC_out[28] | PC_reg[2]
finish | if_NPC_out[28] | PC_reg[2]
cell type report:
class / instances / area (µm²)
clock buffer: 7 / 153
fill: 1588 / 11200
inverter: 11 / 41.3
multi-input combinational: 236 / 1570
sequential: 32 / 641
tap: 188 / 235
timing repair buffer: 134 / 1330
cells by family (layout without fill, tap and decap cells):
logic type | after synthesis | in the layout | synth area share [%]
AND/OR/NAND/NOR | 138 | 138 | 26.7
buffers and inverters | 108 | 152 | 23.7
AND-OR/OR-AND | 49 | 49 | 12.9
XOR/XNOR | 42 | 42 | 12.7
flip-flops | 32 | 32 | 22.2
multiplexers | 3 | 3 | 1.04
other | 2 | 3 | 0.260
adder cells (fa/ha/maj) | 1 | 1 | 0.433
metrics by stage:
stage / instances / total power, W / worst slack [ps] / cell area [µm²]
after floorplan: 376 / 0.000304 / 3470 / 2890
after global placement: 601 / 0.000390 / 2490 / 3810
after detailed placement: 601 / 0.000391 / 2450 / 3810
after CTS: 608 / 0.000641 / 2140 / 3970
after global routing: 608 / 0.000665 / 1960 / 3970
final: 608 / 0.000628 / 2180 / 3970
metal layers:
| layer | vias to the layer above | track usage, % | wire length (µm) |
|---|---|---|---|
| li1 | 1350 | - | - |
| met1 | 1291 | 12.8 | 4560 |
| met2 | 106 | 15.7 | 4820 |
| met3 | 10 | 3.49 | 1060 |
| met4 | 0 | 0.645 | 56 |
| met5 | - | 0 | 0 |
power breakdown:
| part | leakage [nW] | switching [W] | total [W] | internal [W] |
|---|---|---|---|---|
| registers | 0.266 | 0.0000314 | 0.000238 | 0.000207 |
| logic | 1.04 | 0.0000420 | 0.000145 | 0.000103 |
| clock network | 0.0760 | 0.0000864 | 0.000245 | 0.000158 |
synthesized netlist by cell type (6+ instances only):
library cell,n
buf_4,70
nor2_1,37
dfxtp_1,32
xor2_1,22
nand2_1,21
xnor2_1,20
a211oi_1,16
clkbuf_1,16
nor4_1,12
nand4_1,11
inv_1,10
nor3_1,10
and4_1,9
a311oi_1,8
buf_2,6
nand3_1,6
or3_1,6
Power is estimated from default activity; no workload was simulated.
